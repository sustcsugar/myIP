===== config.mk =====
export PLATFORM = sky130hd
export DESIGN_NAME = apb_sram
export DESIGN_NICKNAME = apb_sram
export VERILOG_FILES = /design/flow/design.v
export SDC_FILE = /design/flow/constraint.sdc
export NUM_CORES = 4
export LEC_CHECK = 1
export CORE_UTILIZATION = 30
export SYNTH_MEMORY_MAX_BITS = 65536

===== constraint.sdc =====
current_design apb_sram

set clk_period 32.7
set clk_io_pct 0.2

create_clock -name clk0 -period $clk_period [get_ports {PCLK}]

set non_clock_inputs [all_inputs -no_clocks]
set_input_delay [expr $clk_period * $clk_io_pct] -clock clk0 $non_clock_inputs
set_output_delay [expr $clk_period * $clk_io_pct] -clock clk0 [all_outputs]

===== design.v =====
`timescale 1ns / 1ps
module apb_sram #(
    parameter                           SIZE_IN_BYTES = 1024
)
(
    input                               PRESETn,
    input                               PCLK,
    input                               PSEL,
    input [31:0]                        PADDR,
    input                               PENABLE,
    input                               PWRITE,
    input [31:0]                        PWDATA,
    output reg [31:0]                   PRDATA
);
    localparam                          A_WIDTH = clogb2(SIZE_IN_BYTES);
    reg [31:0]                          mem[0:SIZE_IN_BYTES/4-1];
    wire                                wren;
    wire                                rden;
    wire [A_WIDTH-1:2]                  addr; 
    function integer clogb2;
        input [31:0]                    value; 
        reg [31:0]                      tmp; 
        reg [31:0]                      rt;
    begin
        tmp = value - 1;
        for (rt = 0; tmp > 0; rt = rt + 1) 
            tmp = tmp >> 1;
        clogb2 = rt;
    end
    endfunction
    assign wren = PWRITE && PENABLE && PSEL;  
    assign rden = ~PWRITE && ~PENABLE && PSEL;  
    assign addr = PADDR[A_WIDTH-1:2];
    always @(posedge PCLK)
    begin
        if (wren)
            mem[addr] <= PWDATA;
    end
    always @(posedge PCLK)
    begin
        if (rden)
            PRDATA <= mem[addr];
        else
            PRDATA <= 'h0;
    end
endmodule

===== run.sh =====
#!/bin/bash
# OpenROAD 26Q1-2900-gdf79404cd8, Yosys 0.63+post, stock flow scripts
make -C /OpenROAD-flow-scripts/flow DESIGN_CONFIG=/design/flow/config.mk WORK_HOME=/design/flow/orfs finish

==> results_dict.tcl <==
# implementation run metrics
set metrics [dict create \
    numCtsBuffers 819 \
    layout_top_cell "edfxtp_1" \
    ios 101 \
    grt_overflow 0 \
    htree_levels 6 \
    powerDensity_nw_per_um2 60.02 \
    grt_pass1_wl_um 1217000 \
    track_usage 0.1763 \
    rsz0062_at_grt "no" \
    drcViolationCount 0 \
    die_w_um 1022 \
    period_used_share 0.3660 \
    drt_iter0_drc 9755 \
    cts_root_buffer "clkbuf_16" \
    synth_area_um2 312300 \
    synthArstFlopShare 0 \
    area_leaders "edfxtp_1, mux4_2, mux2i_1" \
    dr.pass1.iters 8 \
    ys_cells 14280 \
    fmaxAchievable_mhz 83.55 \
    period_needed_ps 11970 \
    final_core_util 0.3480 \
    wirelength_um 868200 \
    cts_tree "yes" \
    syn2layout_area_growth_pct 15.61 \
    arrival_ps 13020 \
    fp_util 0.3010 \
    cap_viol_max_count 0 \
    crit_end "PRDATA[13]" \
    slew_violations 0 \
    dominantRegCellSynth "edfxtp_1" \
    endpoint_kind "flip-flop" \
    setup_tns_ps 0 \
    top_area_frac 0.7878 \
    ir_worst_vdd_uv 71.37 \
    antenna_found_initial 38 \
    holdPathStages 4 \
    yosysChipArea_um2 312300 \
    r2r_end "PRDATA[19]" \
    cts_sinks 8224 \
    reg2reg_slack_ps 29130 \
    num_vias 150700 \
    clkSlewWorstSetupHoldPaths_ps 60 \
    cts_resized 0 \
    port_buffers 75 \
    die-area_um2 1045000 \
    synth.yosys.warnings 1 \
    grt_max_degree 92 \
    drive_above_1_share 0.2480 \
    clock_latency_ps 1180 \
    core_area_um2 1037000 \
    lay_top_cells "edfxtp_1, mux4_2, mux2i_1" \
    crit_required_ps 33750 \
    avgRoutedWirePerCell_um 29.39 \
    crit_type "in2reg" \
    largest_area_cell "edfxtp_1" \
    hold_violations 0 \
    crit_path_start "PADDR[2]" \
    hpwl_um 490400 \
    r2r_start "mem[151][19]" \
    leakage_nw 111.6 \
    power.total_w 0.02167 \
    cts_max_path_buffers 4 \
    postRouteAntennaNets 0 \
    setup_viol 0 \
    post_cts.repair.setup_buffers 0 \
    syn_avg_cell_area_um2 21.87 \
    synth.distinct_cells 49 \
    startpoint_type "primary input" \
    status "finished, final reports clean" \
    hold_path_class "reg2reg" \
    synthCells 14280 \
    gp_congestion 0.8715 \
    die_y_um 1022 \
    tool_warnings 51 \
    ys_seq_elements 8224 \
    clock-skew-final_ps 91.66 \
    seq_area_frac_synth 0.7898 \
    tightest_slew_ps 1183 \
    edf_count 8192 \
    grt_pass1_vias 164800 \
    maxSlewHeadroom 0.2094 \
    cts_hold_buf 0 \
    rr_worst_depth 6 \
    avgViaCountPerCell 5.101 \
    critPathMaxFanout 76 \
    std_cell_rows 374 \
]
metrics by stage:
| step | instances | hold slack, ps | instance area [µm²] | worst slack, ps |
|---|---|---|---|---|
| after floorplan | 14280 | 781.6 | 312300 | 21900 |
| after global placement | 28030 | 903.8 | 335000 | 19750 |
| after detailed placement | 28030 | 882.4 | 335000 | 19770 |
| after CTS | 29520 | 898.5 | 361000 | 21030 |
| after global routing | 29530 | 936.5 | 361000 | 20390 |
| final | 29540 | 886.8 | 361000 | 20730 |
critical path: stages:
cell and delay [ps]:
buf_16 270, buf_4 680, buf_4 510, buf_12 440, buf_4 600, buf_12 520
mux4_2 600, a22oi_1 320, nand4_1 580, a22oi_1 840, nand2_1 300, a311o_1 400
worst min-delay path by stage:
stage            from         to  slack (ps)
6_report  mem[174][3]  PRDATA[3]         890
5_1_grt   mem[174][3]  PRDATA[3]         940
4_1_cts   mem[174][3]  PRDATA[3]         900
logic make-up (layout without fill, tap and decap cells):
kind of cell / after synthesis / after routing / share of synthesized area
flip-flops: 8224 / 8224 / 0.7898
AND/OR/NAND/NOR: 1045 / 1045 / 0.01500
multiplexers: 2687 / 2687 / 0.1494
other: 0 / 17 / 0
AND-OR/OR-AND: 1476 / 1476 / 0.03328
buffers and inverters: 845 / 2368 / 0.01244
cell usage after synthesis, types with 33 or more instances:
cell type,number
a211oi_1,63
a21oi_1,134
a221oi_1,157
a22o_1,33
a22oi_1,570
a31oi_1,65
buf_1,53
buf_2,287
buf_4,62
clkbuf_1,425
edfxtp_1,8192
mux2_2,68
mux2i_1,1046
mux4_2,1573
nand2_1,349
nand3_1,167
nand4_1,40
nor2_1,293
nor2b_1,43
nor3_1,58
nor4_1,63
o21ai_0,118
o22ai_1,248
registers in the layout, summed over array words and instances (netlist names):
signal  count
PRDATA     32
mem      8192
area by class of cell:
type	instances	area, µm²
clock buffers	1039	21610
well taps	13720	17170
inverters	1	5.005
clock inverters	459	4384
flip-flops and latches	8224	246600
diodes	17	42.54
repair buffers	869	7123
multi-input cells	5208	64040
fillers	93690	676400
routing by layer:
layer  vias up  GRT usage  wire (µm)
met5         -    0.01583       1978
met4        46    0.05586      35640
met3      1456     0.1673     181100
met2     10690     0.2595     397100
met1     76070     0.1714     252400
li1      62420          -          -
power by group:
group	total, W	switching (W)	leakage [nW]	internal, W
clock	0.00910	0.00396	12.7	0.00514
combinational	0.000963	0.000647	25.1	0.000316
sequential	0.0116	0.00000778	73.9	0.0116
Power and IR drop assume default switching activity.
